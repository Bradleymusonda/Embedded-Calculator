===== flow/config.mk =====
export PLATFORM = sky130hd
export DESIGN_NAME = calculator
export DESIGN_NICKNAME = calculator
export VERILOG_FILES = /design/flow/design.v
export SDC_FILE = /design/flow/constraint.sdc
export NUM_CORES = 4
export LEC_CHECK = 1
export CORE_UTILIZATION = 40

===== flow/constraint.sdc =====
current_design calculator

set clk_period 16.2
set clk_io_pct 0.2

create_clock -name clk0 -period $clk_period [get_ports {CLK100MHZ}]

set non_clock_inputs [all_inputs -no_clocks]
set_input_delay [expr $clk_period * $clk_io_pct] -clock clk0 $non_clock_inputs
set_output_delay [expr $clk_period * $clk_io_pct] -clock clk0 [all_outputs]

===== flow/design.v =====
module alu8 (
    input  wire [7:0] a,
    input  wire [7:0] b,
    input  wire [2:0] op,
    output reg  [15:0] y,
    output reg        div_by_zero
);
    always @* begin
        div_by_zero = 1'b0;
        case (op)
            3'b000: y = a + b;                
            3'b001: y = a - b;                
            3'b010: y = a * b;                
            3'b011: begin                     
                if (b == 8'd0) begin
                    y = 16'h0000;
                    div_by_zero = 1'b1;
                end else begin
                    y = {8'd0, (a / b)};
                end
            end
            default: y = 16'h0000;
        endcase
    end
endmodule
module calculator (
    input  wire        CLK100MHZ,
    input  wire [15:0] sw,
    input  wire        btnC, btnU, btnL, btnR, btnD,
    output wire [15:0] led,
    output wire [7:0]  an,
    output wire [6:0]  seg,
    output wire        dp
);
    wire resetn = ~btnC;  
    wire clk_div;
    clock_divider #(.N(15)) u_div (.clk_in(CLK100MHZ), .resetn(resetn), .clk_out(clk_div));
    wire [7:0] A, B;
    wire [2:0] op;
    wire       do_compute;
    wire [1:0] state_dbg;
    fsm_controller u_fsm (
        .clk(CLK100MHZ), .resetn(resetn),
        .sw(sw), .btnU(btnU), .btnD(btnD), .btnL(btnL), .btnR(btnR), .btnC(btnC),
        .A(A), .B(B), .op(op), .do_compute(do_compute), .state_dbg(state_dbg)
    );
    wire [15:0] y;
    wire div0;
    alu8 u_alu (.a(A), .b(B), .op(op), .y(y), .div_by_zero(div0));
    reg [15:0] result;
    always @(posedge CLK100MHZ or negedge resetn) begin
        if (!resetn) result <= 16'h0000;
        else if (do_compute) result <= (div0 ? 16'hdEAd : y);
    end
    wire [31:0] disp_value = {16'h0000, result};
    wire [7:0]  dp_mask    = 8'b0000_0000;
    seven_segment_driver u_disp (
        .clk(clk_div), .resetn(resetn),
        .value(disp_value), .dp_mask(dp_mask),
        .an(an), .seg(seg), .dp(dp)
    );
    assign led[7:0]   = A;
    assign led[15:8]  = B;
endmodule
module clock_divider #(
    parameter integer N = 16
) (
    input  wire clk_in,
    input  wire resetn,         
    output wire clk_out
);
    reg [N-1:0] cnt = {N{1'b0}};
    always @(posedge clk_in or negedge resetn) begin
        if (!resetn)
            cnt <= {N{1'b0}};
        else
            cnt <= cnt + 1'b1;
    end
    assign clk_out = cnt[N-1];
endmodule
module fsm_controller (
    input  wire       clk,
    input  wire       resetn,      
    input  wire [15:0] sw,
    input  wire       btnU, btnD, btnL, btnR, btnC,
    output reg  [7:0] A,
    output reg  [7:0] B,
    output reg  [2:0] op,
    output reg        do_compute,  
    output reg  [1:0] state_dbg    
);
    localparam S_IDLE = 2'd0;
    localparam S_OP   = 2'd1;
    localparam S_GO   = 2'd2;
    reg btnC_d, btnC_q;
    wire btnC_rise;
    always @(posedge clk or negedge resetn) begin
        if (!resetn) begin
            btnC_q <= 1'b0;
            btnC_d <= 1'b0;
        end else begin
            btnC_q <= btnC_d;
            btnC_d <= btnC;
        end
    end
    assign btnC_rise = (btnC_d & ~btnC_q);
    function [2:0] op_from_buttons;
        input U,D,L,R;
        begin
            if (U) op_from_buttons = 3'b000;        
            else if (D) op_from_buttons = 3'b001;   
            else if (L) op_from_buttons = 3'b010;   
            else if (R) op_from_buttons = 3'b011;   
            else op_from_buttons = 3'b000;
        end
    endfunction
    reg [1:0] state, nstate;
    always @(posedge clk or negedge resetn) begin
        if (!resetn) begin
            state <= S_IDLE;
            A <= 8'd0;
            B <= 8'd0;
            op <= 3'b000;
        end else begin
            state <= nstate;
            if (state == S_IDLE) begin
                A <= sw[7:0];
                B <= sw[15:8];
            end
            if (state == S_OP) begin
                op <= op_from_buttons(btnU, btnD, btnL, btnR);
            end
        end
    end
    always @* begin
        nstate = state;
        do_compute = 1'b0;
        case (state)
            S_IDLE: begin
                if (btnU | btnD | btnL | btnR)
                    nstate = S_OP;
            end
            S_OP: begin
                if (btnC) nstate = S_GO;    
            end
            S_GO: begin
                do_compute = 1'b1;          
                nstate = S_IDLE;
            end
        endcase
    end
    always @* begin
        case(state)
            S_IDLE: state_dbg = 2'b00;
            S_OP:   state_dbg = 2'b01;
            S_GO:   state_dbg = 2'b10;
            default:state_dbg = 2'b11;
        endcase
    end
endmodule
module hex_to_7seg (
    input  wire [3:0] hex,
    output reg  [6:0] seg
);
    always @* begin
        case(hex)
            4'h0: seg = 7'b1111110;
            4'h1: seg = 7'b0110000;
            4'h2: seg = 7'b1101101;
            4'h3: seg = 7'b1111001;
            4'h4: seg = 7'b0110011;
            4'h5: seg = 7'b1011011;
            4'h6: seg = 7'b1011111;
            4'h7: seg = 7'b1110000;
            4'h8: seg = 7'b1111111;
            4'h9: seg = 7'b1111011;
            4'hA: seg = 7'b1110111;
            4'hB: seg = 7'b0011111;
            4'hC: seg = 7'b1001110;
            4'hD: seg = 7'b0111101;
            4'hE: seg = 7'b1001111;
            4'hF: seg = 7'b1000111;
            default: seg = 7'b0000001;
        endcase
    end
endmodule
module seven_segment_driver (
    input  wire        clk,        
    input  wire        resetn,     
    input  wire [31:0] value,      
    input  wire [7:0]  dp_mask,    
    output reg  [7:0]  an,         
    output reg  [6:0]  seg,        
    output reg         dp          
);
    reg [2:0] digit = 3'd0;
    wire [3:0] nibble = (digit==3'd0) ? value[3:0]   :
                        (digit==3'd1) ? value[7:4]   :
                        (digit==3'd2) ? value[11:8]  :
                        (digit==3'd3) ? value[15:12] :
                        (digit==3'd4) ? value[19:16] :
                        (digit==3'd5) ? value[23:20] :
                        (digit==3'd6) ? value[27:24] :
                                        value[31:28];
    wire [6:0] seg_raw;
    hex_to_7seg u_hex(.hex(nibble), .seg(seg_raw));
    always @(posedge clk or negedge resetn) begin
        if (!resetn) begin
            digit <= 3'd0;
        end else begin
            digit <= digit + 3'd1;
        end
    end
    always @* begin
        an = 8'b1111_1111;
        an[digit] = 1'b0;
        seg = seg_raw;
        dp  = dp_mask[digit];
    end
endmodule

===== flow/run.sh =====
#!/bin/bash
# OpenROAD 26Q1-2900-gdf79404cd8, Yosys 0.63+post, stock flow scripts
make -C /OpenROAD-flow-scripts/flow DESIGN_CONFIG=/design/flow/config.mk WORK_HOME=/design/flow/orfs finish

==> results.json <==
{
  "globalplace.congestion": 0.957,
  "dp_hpwl_microns": 14400,
  "ys_seq_share_pct": 20.0,
  "grt_start_max_net_pins": 32,
  "die_w_microns": 136,
  "skew_ns": 0.00708,
  "min_path_type": "flop to flop",
  "arrival_ns": 10.97,
  "cts_max_level": 2,
  "final_area_sq_um": 8000,
  "num_antenna_cells": 0,
  "cts_made_buffers": 5,
  "ant_nets": 0,
  "fin_crit_ns": 10.79,
  "crit_buf_inv": 1,
  "drv_cap": 0,
  "ioPinCount": 54,
  "die_area_sq_um": 18400,
  "syn_area_per_cell_sq_um": 8.33,
  "cts_setup_buffers": 0,
  "fillCellCount": 1667,
  "syn_inst": 858,
  "grt_pass1_wl_microns": 29900,
  "finalWirelength_microns": 18300,
  "first_iter_violations": 242,
  "drc": 0,
  "setup_tns_ns": 0,
  "syn_to_final_growth_pct": 11.9,
  "async_flop_share_pct": 100,
  "grt_util_all_layers_pct": 21.7,
  "crit_slowest_cell": "dfrtp_1",
  "edf_count": 0,
  "ys_cells": 858,
  "tool_warnings": 47,
  "wl_per_cell_microns": 16.4,
  "untimed_endpoints": 11,
  "die_h_microns": 136,
  "ys_area_sq_um": 7150,
  "max_freq_mhz": 92.7,
  "rows": 48,
  "root_buffer": "clkbuf_16",
  "netlist.area_leader.share_pct": 19.3,
  "grt_overflow": 0,
  "max_stage_delay_ns": 0.54,
  "hold_viol": 0,
  "critical_path.max_fanout": 13,
  "cp.required_ns": 16.38,
  "flop_cell": "dfrtp_1",
  "ctsResizeCount": 0,
  "ys.flops": 57,
  "yosys.area.top_type": "dfrtp_1",
  "grt_pass1_vias": 5714,
  "drive_above_1_share_pct": 4.05,
  "portBuffers": 52,
  "fp-utilization_pct": 41.2,
  "rsz0062_at_grt": "false",
  "clkLatencyLatePin_ns": 0.31,
  "dr.pass1.iters": 4,
  "path_class": "flop to flop",
  "status": "completed",
  "unclocked_pins": 3,
  "crit_path_end_kind": "flop",
  "clockBufferDepth": 2,
  "synth.distinct_cells": 72,
  "antenna_found_initial": 0,
  "path_clk_slew_ns": 0.07,
  "worst_pin_slew_ns": 0.715,
  "synth.area.top_cells": "dfrtp_1, ha_1, fa_1",
  "cpMostUsedCell": "ha_1",
  "viasPerCell": 5.40,
  "final.period_utilization_pct": 66.6,
  "ys_warn_count": 6,
  "core_area_sq_um": 17400,
  "final-setup-viol-count": 0,
  "worstSetupStartpointType": "flop",
  "holdBufCountCts": 0,
  "cts_tree": "done",
  "num_vias": 6016,
  "drv_slew": 0,
  "slew_headroom_pct": 52.3,
  "mappedNetlistArea_sq_um": 7150,
  "cpLargestDelayFamily": "AND-OR/OR-AND gates",
  "placed_area_sq_um": 7830
}
## path summary, 6_finish.rpt
path,start,endpoint,slack [ns],depth (start not counted)
worst max-delay path,u_fsm.B[7],result[0],5.41,45
worst min-delay path,u_div.cnt[4],u_div.cnt[4],0.47,1
worst max register to register,u_fsm.B[7],result[0],5.41,45
worst min register to register,u_div.cnt[4],u_div.cnt[4],0.47,1
max in group asynchronous,btnC,u_fsm.state[0],11.99,3
min in group asynchronous,btnC,u_div.cnt[8],3.36,2
## sequential cells by signal (all words and copies together) (netlist names), named ones only
signal,count
u_disp.digit,3
u_fsm.B,8
u_fsm.state,3
result,16
u_div.cnt,15
u_fsm.A,8
u_fsm.op,2
## metrics by stage
step	instances	hold slack [ns]	utilization [%]	worst slack, ns
global placement	1107	0.456	45.1	5.82
global route	1114	0.484	46.1	4.35
CTS	1114	0.473	46.1	5.46
finish	1114	0.470	46.1	5.41
floorplan	858	0.438	-	6.53
detailed placement	1107	0.458	45.1	5.50
## cells in the mapped netlist (5+ instances only)
library cell and number:
xor2_1 11, and2_1 13, a21oi_1 40, ha_1 106
nand3_1 18, a211oi_1 10, o21ai_0 41, xnor2_1 29
or3_1 6, nor3_1 20, o22ai_1 15, nor2b_1 8
nand2b_1 11, a21o_1 8, a31oi_1 6, nand4_1 5
o21a_1 14, clkbuf_1 24, mux2_2 11, fa_1 38
o221ai_1 5, o31ai_1 10, dfrtp_1 55, nor2_1 75
nand2_1 87, o41ai_1 5, buf_2 5, o21ai_1 5
inv_1 106
## cells by family after synthesis
logic type / Yosys count / synth area share (%)
and+or+nand+nor: 262 / 17.1
AOI/OAI and AO/OA: 197 / 18.2
adders and majority gates: 144 / 29.2
buffers and inverters: 140 / 7.70
DFF: 57 / 20.0
xor gates and xnor gates: 40 / 4.90
muxes: 17 / 2.82
other: 1 / 0.0525
## per-layer routing
metal / GRT usage (%) / up-vias / routed length, microns
li1: - / 3016 / -
met1: 31.6 / 2819 / 8510
met3: 4.66 / 28 / 990
met5: 0 / - / 0
met4: 4.06 / 0 / 468
met2: 34.2 / 153 / 8320
## cell usage in the layout, fill, tap and decap left out, types with 4 or more instances in the layout
master,count
nor3_1,20
nand4_1,5
o21ai_1,5
a22oi_1,4
o221ai_1,5
o41ai_1,5
nor2_1,75
a21o_1,8
o31ai_1,10
dfrtp_1,55
inv_1,105
mux2i_1,4
or3_1,6
fa_1,38
o22ai_1,15
nand2_1,87
a211oi_1,10
clkbuf_16,5
and2_1,13
o21ai_0,41
buf_4,4
ha_1,106
nand3_1,18
clkdlybuf4s50_1,52
nand2b_1,11
nor2b_1,8
o21a_1,14
xor2_1,11
a21oi_1,40
xnor2_1,29
mux2_2,11
a31oi_1,6
## final cells by class
class / instances / area, sq um / share of cell area [%]
multi-input combinational: 661 / 5170 / 64.6
sequential: 57 / 1430 / 17.9
timing repair buffer: 56 / 551 / 6.88
inverter: 108 / 405 / 5.07
tap: 225 / 282 / 3.52
clock buffer: 5 / 125 / 1.56
clock inverter: 2 / 38.8 / 0.485
## worst reg2reg max path, delay by kind of cell (launching register included)
family	cells	cell delay, ns
AND-OR/OR-AND	22	4.51
adder cells (fa/ha/maj)	7	2.11
buffers and inverters	1	0.08
flip-flops	1	0.54
multiplexers	3	1.13
AND/OR/NAND/NOR	12	2.27
